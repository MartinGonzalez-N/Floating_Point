==> design.v <==
module adder_tree #(
  parameter INPUTS_NUM = 6,
  parameter IDATA_WIDTH = 32,
  localparam STAGES_NUM = $clog2(INPUTS_NUM),
  localparam INPUTS_NUM_INT = 2 ** STAGES_NUM,
  localparam ODATA_WIDTH = IDATA_WIDTH + STAGES_NUM
)(
  input logic [INPUTS_NUM-1:0][IDATA_WIDTH-1:0] idata,
  output logic [ODATA_WIDTH-1:0] odata
);
logic [STAGES_NUM:0][INPUTS_NUM_INT-1:0][ODATA_WIDTH-1:0] data;
genvar stage, adder;
generate
  for( stage = 0; stage <= STAGES_NUM; stage++ ) begin: stage_gen
    localparam ST_OUT_NUM = INPUTS_NUM_INT >> stage;
    localparam ST_WIDTH = IDATA_WIDTH + stage;
    if( stage == '0 ) begin
      for( adder = 0; adder < ST_OUT_NUM; adder++ ) begin: inputs_gen
        always_comb begin
          if( adder < INPUTS_NUM ) begin
            data[stage][adder][ST_WIDTH-1:0] <= idata[adder][ST_WIDTH-1:0];
            data[stage][adder][ODATA_WIDTH-1:ST_WIDTH] <= '0;
          end else begin
            data[stage][adder][ODATA_WIDTH-1:0] <= '0;
          end
        end  
      end  
    end else begin
      for( adder = 0; adder < ST_OUT_NUM; adder++ ) begin: adder_gen
        always_comb begin
            data[stage][adder][ST_WIDTH-1:0] <=
            data[stage-1][adder*2][(ST_WIDTH-1)-1:0] +
            data[stage-1][adder*2+1][(ST_WIDTH-1)-1:0];
        end  
      end  
    end  
  end  
endgenerate
assign odata = data[STAGES_NUM][0];
endmodule
`timescale 1ns/1ps
module mult_nbits#(parameter Bits = 16)	
(
input wire [Bits-1:0] iM,  
input wire [Bits-1:0] iQ,  
output wire [2*Bits-1:0] oZ
);
localparam TMP_M_SIZE = Bits+1;
localparam OUT_SIZE = 2*Bits;
localparam OUT_SIZE_MIN1 = 2*Bits - 1;
localparam PP_NUM = (Bits / 3) + (Bits % 3 == 0 ? 0 : 1);
localparam TMP_IQ_MSB_PADDING = (3 - (Bits-1)%3);
localparam PRT_PROD_MSB_SIZE = (2*Bits) - (Bits+2+4); 
localparam IDATA_WIDTH = 2*Bits;
localparam STAGES_NUM = $clog2(PP_NUM);
localparam INPUTS_NUM_INT = 2 ** STAGES_NUM;
localparam ODATA_WIDTH = IDATA_WIDTH + STAGES_NUM;
logic [PP_NUM-1:0] s;
logic [PP_NUM-1:0] [3:0] p_sel;  
logic [PP_NUM-1:0] [3:0] iQ_group;  
logic [Bits+TMP_IQ_MSB_PADDING-1:0] tmp_iQ;  
logic [Bits+1:0] tmp1M, tmp1MN;  
logic [Bits+1:0] tmp2M, tmp2MN;
logic [Bits+1:0] tmp3M, tmp3MN;
logic [Bits+1:0] tmp4M, tmp4MN;
logic [PP_NUM-1:0] [Bits+1:0] tmpM_val;  
logic [PP_NUM-1:0] [2*Bits-1:0] prt_prod;  
always_comb begin
    tmp1M  =  {2'b00,iM}; 
    tmp1MN = ~{2'b00,iM}; 
    tmp2M  =  (tmp1M << 1); 
    tmp2MN = ~(tmp1M << 1); 
    tmp3M  =  (tmp1M + tmp2M);
    tmp3MN = ~(tmp1M + tmp2M); 
    tmp4M  =  (tmp1M << 2);  
    tmp4MN  = ~(tmp1M << 2); 
end   
assign tmp_iQ = {{TMP_IQ_MSB_PADDING{1'b0}},iQ,1'b0};
genvar i;
generate
for (i = 0; i < PP_NUM; i = i + 1) begin : Booth_decoder
    always_comb begin
    iQ_group[i] = tmp_iQ[((i*3)+3):i*3];  
    case (iQ_group[i])      
        4'b0000: begin p_sel[i] = 4'b0000; s[i] = 1'b0; end  
        4'b0001: begin p_sel[i] = 4'b0001; s[i] = 1'b0; end
        4'b0010: begin p_sel[i] = 4'b0001; s[i] = 1'b0; end
        4'b0011: begin p_sel[i] = 4'b0010; s[i] = 1'b0; end
        4'b0100: begin p_sel[i] = 4'b0010; s[i] = 1'b0; end
        4'b0101: begin p_sel[i] = 4'b0100; s[i] = 1'b0; end
        4'b0110: begin p_sel[i] = 4'b0100; s[i] = 1'b0; end
        4'b0111: begin p_sel[i] = 4'b1000; s[i] = 1'b0; end
        4'b1000: begin p_sel[i] = 4'b1000; s[i] = 1'b1; end 
        4'b1001: begin p_sel[i] = 4'b0100; s[i] = 1'b1; end
        4'b1010: begin p_sel[i] = 4'b0100; s[i] = 1'b1; end
        4'b1011: begin p_sel[i] = 4'b0010; s[i] = 1'b1; end
        4'b1100: begin p_sel[i] = 4'b0010; s[i] = 1'b1; end
        4'b1101: begin p_sel[i] = 4'b0001; s[i] = 1'b1; end
        4'b1110: begin p_sel[i] = 4'b0001; s[i] = 1'b1; end
        4'b1111: begin p_sel[i] = 4'b0000; s[i] = 1'b1; end
        default: begin p_sel[i] = 4'b0000; s[i] = 1'b0; end
    endcase
    case (p_sel[i])     
        4'd0: tmpM_val[i] = (!s[i]) ? {TMP_M_SIZE{1'b0}} : ~{TMP_M_SIZE{1'b0}}; 
        4'd1: tmpM_val[i] = (!s[i]) ? tmp1M : tmp1MN;
        4'd2: tmpM_val[i] = (!s[i]) ? tmp2M : tmp2MN;
        4'd4: tmpM_val[i] = (!s[i]) ? tmp3M : tmp3MN;
        4'd8: tmpM_val[i] = (!s[i]) ? tmp4M : tmp4MN;
        default: tmpM_val[i] = {TMP_M_SIZE{1'b0}}; 
    endcase
    if (i == 0) begin  
        prt_prod[i] = { {PRT_PROD_MSB_SIZE{1'b0}},~s[i],s[i],s[i],s[i],tmpM_val[i]} +  {{OUT_SIZE_MIN1{1'd0}},s[i]};
    end else if (i > 0 && i < PP_NUM-2) begin
        prt_prod[i] = ({{PRT_PROD_MSB_SIZE{1'b0}},3'b011,~s[i],tmpM_val[i]} << i*3) + ({{OUT_SIZE_MIN1{1'd0}},s[i]} << i*3);
    end else if (i == PP_NUM-2) begin  
        prt_prod[i] = ({{PRT_PROD_MSB_SIZE{1'b0}},3'b001,~s[i],tmpM_val[i]} << i*3) + ({{OUT_SIZE_MIN1{1'd0}},s[i]} << i*3); 
    end else if (i == PP_NUM-1) begin  
        prt_prod[i] = ({{PRT_PROD_MSB_SIZE{1'b0}},3'b000, 1'b0,tmpM_val[i]} << i*3);
    end else begin 
        prt_prod[i] = {OUT_SIZE{1'd0}};
    end
    end  
end
endgenerate
adder_tree #(PP_NUM, OUT_SIZE) pp_adder (prt_prod, oZ);
endmodule
==> run.sh <==
#!/bin/bash
# OpenROAD 26Q1-2900-gdf79404cd8, Yosys 0.63+post, stock flow scripts
make -C /OpenROAD-flow-scripts/flow DESIGN_CONFIG=/design/flow/config.mk WORK_HOME=/design/flow/orfs finish
==> config.mk <==
export PLATFORM = sky130hd
export DESIGN_NAME = mult_nbits
export DESIGN_NICKNAME = mult_nbits
export VERILOG_FILES = /design/flow/design.v
export SDC_FILE = /design/flow/constraint.sdc
export NUM_CORES = 4
export LEC_CHECK = 1
export CORE_UTILIZATION = 50
==> constraint.sdc <==
current_design mult_nbits

set clk_period 16.6
set clk_io_pct 0.2

create_clock -name clk0 -period $clk_period

set non_clock_inputs [all_inputs -no_clocks]
set_input_delay [expr $clk_period * $clk_io_pct] -clock clk0 $non_clock_inputs
set_output_delay [expr $clk_period * $clk_io_pct] -clock clk0 [all_outputs]
==> results.py <==
# Synthesis and PnR figures
metrics = {
    "run_status": {
        "status": "completed",
    },
    "global_routing": {
        "grtUsageTotal_pct": 38.1,
        "grt_max_degree": 44,
        "grt-ovfl-total": 0,
        "grt_pass1_vias": 10000,
        "grt_pass1_wl_mm": 57.8,
        "grt_antenna_before_repair": 0,
    },
    "synthesis": {
        "ys_seq_share_pct": 0,
        "yosys_warnings": 3,
        "ys_types": 75,
        "yosys_area_um2": 9780,
        "synthesis.instances": 1407,
        "avgSynthCellArea_um2": 6.95,
        "ys_cells": 1407,
        "synth_area_um2": 9780,
    },
    "sta": {
        "worst_slew_pin_slew_ns": 0.889,
        "final-max-slew-violation-count": 0,
        "finalClockPeriodUsage_pct": 91.2,
        "finalSetupViolCount": 0,
        "slew_headroom_pct": 40.6,
        "clock.fmax_ghz": 0.0660,
        "grt_setup_unrepaired": "false",
        "final_hold_viol_count": 0,
        "final.setup.tns_ns": 0,
        "worst_slack_ns": 1.45,
        "period_needed_ns": 15.15,
    },
    "die": {
        "dieArea_um2": 20100,
        "die_h_um": 142,
        "row_count": 50,
        "coreArea_um2": 19000,
        "io_pins": 64,
        "fp_util_pct": 51.6,
        "fp.dieW_um": 142,
    },
    "detailed_routing": {
        "dr.pass1.iters": 6,
        "drc": 0,
        "wl_mm": 36.8,
        "via_per_inst": 6.86,
        "antennaDiodeCount": 0,
        "antenna_left": 0,
        "vias": 11200,
        "wl_per_cell_um": 22.5,
        "drt_iter0_markers": 1184,
    },
    "power_and_ir_drop": {
        "cellPowerDensity_nw_per_um2": 168,
        "ir_drop_mv": 0.211,
        "p_leak_nw": 4.25,
        "p_total_w": 0.00178,
    },
    "critical_path": {
        "path_class": "in2out",
        "crit_slowest_cell": "fa_1",
        "arrival_ns": 11.83,
        "worst-path-max-fanout": 26,
        "slowest_delay_ns": 0.60,
        "required_ns": 13.28,
        "crit_top_cell": "fa_1",
        "timing.critical_path.to_type": "output pin",
        "critPathLaunchType": "input port",
    },
    "layout": {
        "drive_gt1_share_pct": 6.61,
        "syn2layout_area_growth_pct": 8.34,
        "ff_latch_area_um2": 0,
        "final_cell_mix": "a21oi_1, inv_1, nor2_1",
        "layout_top_cell": "a21oi_1",
        "seq_cells": 0,
        "nClkBuffers": 0,
    },
    "clock_network": {
        "post_cts_buffers": 0,
        "holdBufCountCts": 0,
        "post_cts_resized": 0,
    },
    "min_path": {
        "hold_class": "in2out",
        "whs_endpoint": "oZ[0]",
        "hold_depth": 4,
        "min_from": "iQ[2]",
    },
    "run": {
        "tool_warnings": 38,
        "max_cap_viol_count": 0,
    },
    "placed_design": {
        "post-place-ws_ns": 1.62,
        "gp_congestion": 1.02,
        "numPortBuffers": 64,
        "post-dp-hpwl_mm": 26.7,
    },
}
-- worst max-delay path: cells and delay by family --
family                   cells  cell delay, ns
AND-OR/OR-AND               10            2.30
buffers and inverters        7            2.01
AND/OR/NAND/NOR              4            1.02
XOR/XNOR                     3            0.73
adder cells (fa/ha/maj)      5            2.40
-- per-stage QoR --
| step | hold slack (ns) | utilization [%] | cell area [um^2] | cells |
|---|---|---|---|---|
| floorplan | 6.72 | - | 9780 | 1407 |
| global placement | 7.76 | 55.9 | 10600 | 1637 |
| detailed placement | 7.77 | 55.9 | 10600 | 1637 |
| CTS | 7.77 | 55.9 | 10600 | 1637 |
| global route | 7.80 | 55.9 | 10600 | 1637 |
| finish | 7.77 | 55.9 | 10600 | 1637 |
-- synth_stat cells, types with 5 or more instances --
cell	n	area share [%]
nor2_1	92	3.5
o22ai_1	42	2.7
nand2b_1	15	0.96
a211oi_1	15	1.2
o221ai_1	47	4.2
o21bai_1	7	0.54
a21oi_1	139	7.1
and3_1	7	0.45
a221o_1	33	3.4
o32ai_1	8	0.72
a211o_1	5	0.45
xnor2_1	78	7.0
a22o_1	9	0.81
nand3_1	22	1.1
nor3_1	43	2.2
o21a_1	7	0.54
fa_1	60	12
o21ai_0	81	4.1
nor2b_1	8	0.51
o211ai_1	16	1.2
xor2_1	23	2.1
ha_1	91	12
mux2_2	8	0.92
a221oi_1	33	3.0
a311o_1	6	0.61
a22oi_1	20	1.5
clkbuf_1	138	5.3
inv_1	110	4.2
buf_1	11	0.42
o2111ai_1	10	0.90
nor3b_1	6	0.46
a31oi_1	25	1.6
or2_2	8	0.51
a21o_1	16	1.2
nand2_1	81	3.1
nor4_1	6	0.38
a222oi_1	6	0.61
nand4_1	5	0.32
-- metal layers --
layer  GRT usage [%]  up-vias  share of wire, %
li1                -     5195                 -
met1            51.5     5262                39
met2            57.2      639                44
met3            5.88      133               9.3
met4            24.6        0               7.7
met5               0        -                 0
-- power by group --
| part | total, W | internal, W | leakage [nW] | switching [W] |
|---|---|---|---|---|
| combinational | 0.00178 | 0.000948 | 4.25 | 0.000836 |
| sequential | 0 | 0 | 0 | 0 |
| clock | 0 | 0 | 0 | 0 |
-- cell type report --
class,instances,area (um^2)
tap,260,325
fill,1938,8360
multi-input combinational,1144,8810
inverter,114,428
timing repair buffer,119,1040
-- worst max path at each step --
stage	start	end	slack, ns	depth (start not counted)
final	iM[1]	oZ[28]	1.45	29
after CTS	iM[1]	oZ[28]	1.58	29
after global routing	iM[1]	oZ[28]	1.16	29
-- cells by family (layout without fill, tap and decap cells) --
kind of cell,after synthesis,after routing,share of synthesized area (%)
buffers and inverters,263,233,10.1
multiplexers,13,13,1.45
AND-OR/OR-AND,567,567,40.4
XOR/XNOR,103,103,9.37
AND/OR/NAND/NOR,310,310,14.8
adder cells (fa/ha/maj),151,151,23.9
Power and IR drop assume default switching activity.
