$ cat design/flow/design.v
module add_normalizer (
    input             sign,
    input      [ 4:0] exponent,
    input      [13:0] mantissa_add_in,
    output reg [15:0] result,
    input             if_carray,
    input             if_sub
    );
    wire [14:0] mantissa_add;
    reg [4:0] number_of_zero_lead;
    reg [3:0] left_shift_val;
    reg [14:0] norm_mantissa_add;
    reg [9:0] mantissa_tmp;
    wire [4:0] shift_left_exp;
    wire c1;
    wire borrow;
    reg round;
    assign mantissa_add = {if_carray,mantissa_add_in};
    always @ (*) begin
        if (mantissa_add[14:3] == 12'b0000_0000_0001) begin
            number_of_zero_lead = 5'd11;
        end else if (mantissa_add[14:4] == 11'b0000_0000_001) begin
            number_of_zero_lead = 5'd10;
        end else if (mantissa_add[14:5] == 10'b0000_0000_01) begin
            number_of_zero_lead = 5'd9;
        end else if (mantissa_add[14:6] == 9'b0000_0000_1) begin
            number_of_zero_lead = 5'd8;
        end else if (mantissa_add[14:7] == 8'b0000_0001) begin
            number_of_zero_lead = 5'd7;
        end else if (mantissa_add[14:8] == 7'b0000_001) begin
            number_of_zero_lead = 5'd6;
        end else if (mantissa_add[14:9] == 6'b0000_01) begin 
            number_of_zero_lead = 5'd5;
        end else if (mantissa_add[14:10] == 5'b0000_1) begin
            number_of_zero_lead = 5'd4;
        end else if (mantissa_add[14:11] == 4'b0001) begin
            number_of_zero_lead = 5'd3;
        end else if (mantissa_add[14:12] == 3'b001) begin
            number_of_zero_lead = 5'd2;
        end else if (mantissa_add[14:13] == 2'b01) begin
            number_of_zero_lead = 5'd1;
        end else begin 
            number_of_zero_lead = 5'd0;
        end 
    end
    always @(*) begin
        result[15]          = sign;
        left_shift_val      = number_of_zero_lead > shift_left_exp ? shift_left_exp : number_of_zero_lead;
        norm_mantissa_add   = (mantissa_add << left_shift_val[3:0]);
        if (!if_sub) begin 
            result[14:10] = if_carray ? exponent + 1'b1 : exponent;
        end else begin 
            result[14:10] = borrow ? 5'd0 : shift_left_exp ;
        end 
        round = (|norm_mantissa_add[2:0] || norm_mantissa_add[4])&&norm_mantissa_add[3];
        result[9:0]   = norm_mantissa_add[13:4] + {8'd0,round};
    end
    assign {borrow, shift_left_exp} = exponent-number_of_zero_lead + 1;
endmodule
module alignment (
	input  [14:0] bigger, 
	input  [14:0] smaller,
	output [13:0] aligned_small
	);
	wire c1;
	wire G;
	wire R;
	wire S;
	wire [4:0] bigger_exponent, smaller_exponent,shift_bits;
	wire [21:0] aligned_full;
	assign bigger_exponent  = bigger  [14:10];
	assign smaller_exponent = smaller [14:10];
	assign aligned_full = ({1'b1,smaller[9:0],11'd0} >> shift_bits);
	assign G = aligned_full[10];
	assign S = aligned_full[9];
	assign R = |aligned_full[8:0];
	assign aligned_small = {aligned_full[21:11],G,R,S};
	cla_nbit #(.n(5)) u1(bigger_exponent,~smaller_exponent+1'b1,1'b0,shift_bits,c1);
endmodule
module cla_nbit #(
    parameter n = 4
) (
  input   [n-1:0] a,
  input   [n-1:0] b,
  input           ci,
  output  [n-1:0] s,
  output          co
  );
  wire [n-1:0] g;
  wire [n-1:0] p;
  wire [  n:0] c;
  assign c[0] = ci;
  assign co   = c[n];
  genvar i;   
  generate
    for (i = 0; i < n; i = i + 1) begin : addbit
      assign s[i] = a[i] ^ b[i] ^ c[i];
      assign g[i] = a[i] & b[i];
      assign p[i] = a[i] | b[i];
      assign c[i + 1] = g[i] | (p[i] & c[i]);
    end
  endgenerate
endmodule
module int_fp_add (
    input         clk,
    input         rst_n,
    input         mode,
    input  [15:0] a,
    input  [15:0] b,
    output [15:0] c
    );
    wire [13:0] adder_input_1,adder_input_2,aligned_small,adder_output;
    wire if_sub,a_sign, b_sign, c_sign,c1;
    wire [15:0] normalized_out;
    wire [4:0] higher_add,higher_a,higher_b;
    wire carry_valid;
    wire [15:0] result;
    reg [14:0] bigger, smaller;
    reg a_larger_b;
    reg [14:0] bigger_reg, smaller_reg;
    reg [13:0] adder_output_reg;
    wire [14:0] bigger_tmp, smaller_tmp;
    wire [13:0] adder_output_tmp;
    assign a_sign        = a[15];
    assign b_sign        = b[15];
    assign if_sub        = (a_sign == b_sign) ? 1'b0 : 1'b1;
    assign c_sign        = a_larger_b ? a_sign : b_sign;
    assign higher_a      = (mode == 1'b0) ? a[15:11] : 5'b0;
    assign higher_b      = (mode == 1'b0) ? b[15:11] : 5'b0;
    assign adder_input_1 = (mode==1'b0) ? a[10:0] :{1'b1,bigger[9:0],3'd0};
    assign adder_input_2 = (mode==1'b0) ? b[10:0] : (if_sub ? ~aligned_small + 1'b1 : aligned_small);
    assign c             = (mode == 1'b0) ? {higher_add,adder_output} : result;
    always @(*) begin
        if (a[14:0] > b[14:0]) begin
            bigger = a[14:0];
            smaller = b[14:0];
            a_larger_b = 1'b1;
        end else begin 
            bigger = b[14:0];
            smaller = a[14:0];
            a_larger_b = 1'b0;
        end 
    end
    always @ (posedge clk or negedge rst_n) begin
        if (!rst_n) begin
            bigger_reg <= 15'b0;
            smaller_reg <= 15'b0;
            adder_output_reg <= 14'b0;
        end else begin
            bigger_reg <= bigger;
            smaller_reg <= smaller;
            adder_output_reg <= adder_output;
        end
    end
    assign bigger_tmp = bigger_reg[14:0];
    assign smaller_tmp = smaller_reg[14:0];
    assign adder_output_tmp = adder_output_reg;
    alignment u1(bigger_tmp,smaller_tmp,aligned_small);
    cla_nbit #(.n(14)) u2(adder_input_1,adder_input_2,1'b0,adder_output,c1);
    cla_nbit #(.n(5)) u3(higher_a,higher_b,c1,higher_add,c2);
    assign carry_valid = if_sub ? 0 : c1;
    add_normalizer u4(c_sign,bigger[14:10],adder_output_tmp,result,carry_valid,if_sub);
endmodule
module mac_top
(
	input                    clk, 
	input                    rst_n,         
	input					 enable,
	input 					 valid,
	input 					 read,    
	input                    mode,    
	input					 cfg,
	input             [15:0] in_a, 
	input             [15:0] in_b, 
	output            [15:0] mac_out,
	output					 error
);
	reg [15:0] a_reg, b_reg, c_reg;
	reg mode_reg;
	wire [15:0] a,b,c,mac_out_tmp;
	wire float_int;
	assign a         = a_reg;
	assign b         = b_reg;
	assign c         = c_reg;
	assign float_int = mode_reg;
	assign mac_out   = (read && enable && ~valid) ? mac_out_tmp : 16'b0 ;  
	always @ ( posedge clk or negedge rst_n ) begin
		if ( ! rst_n ) begin
			a_reg    <= 16'b0 ;
			b_reg    <= 16'b0 ;
			c_reg    <= 16'b0;
			mode_reg <= 1'b0;
		end else if(enable) begin
			if (valid) begin 
				a_reg   <= in_a ;
				b_reg   <= in_b ;
				c_reg   <= mac_out_tmp;
			end
			else if (read) begin  
				c_reg <= 16'b0;
				a_reg <= 16'b0;
				b_reg <= 16'b0;
			end
		end else if (cfg) begin
			mode_reg <= mode;
		end 
	end 
	mac_unit u_mac (
		 .clk     (clk        ),
		 .rst_n   (rst_n      ),
		 .in_a    (a          ),
		 .in_b    (b          ),
		 .in_c    (c          ),
		 .mode    (float_int  ),
		 .mac_out (mac_out_tmp),
		 .error	  (error      )
	);
endmodule	
module mac_unit
(
	input            clk,
	input            rst_n,
	input     [15:0] in_a,  
	input     [15:0] in_b,  
	input     [15:0] in_c,  
	input 	     	 mode,
	output    [15:0] mac_out,
	output 		     error
);
	wire [15:0] mul_out;
	int_fp_add add(
		.clk   (clk    ),
		.rst_n (rst_n  ),
		.mode  ( mode  ) ,
		.a     (mul_out) ,
		.b     ( in_c  ) ,
		.c     (mac_out)
	);
	int_fp_mul mul(
		.clk   (clk    ),
		.rst_n (rst_n  ),
		.mode  ( mode  ) ,
		.a     ( in_a  ) ,
		.b     ( in_b  ) ,
		.c     (mul_out),
		.error (error  )
	);
endmodule	
module int_fp_mul (
    input         clk,
    input         rst_n,
    input         mode,
    input  [15:0] a,
    input  [15:0] b,
    output [15:0] c,
    output        error  
    );
    wire [15:0] c_tmp;
    wire        c_sign,a_zero,b_zero;
    wire [4:0] sum_exponent, biased_sum_exponent;
    wire [15:0] multiplier_input1,multiplier_input2;
    wire [31:0] multiplier_output;
    wire [14:0] normalized_out;
    wire [21:0] mantissa_prod;
    wire c1,c2,underflow,overflow;
    assign overflow = (c1 && c2 && ~biased_sum_exponent[4]) ? 1'b1 :1'b0;
    assign underflow = (~c1 && ~c2 && biased_sum_exponent[4]) ? 1'b1:1'b0;
    assign a_zero = ~(|a);
    assign b_zero = ~(|b);
    assign c_sign = a[15] ^ b[15];
    assign multiplier_input1 = mode ? {5'b0,1'b1,a[9:0]} : ((a[7]==1'b0) ? {9'b0,a[6:0]} : {9'b0,~a[6:0]+1'b1});
    assign multiplier_input2 = mode ? {5'b0,1'b1,b[9:0]} : ((b[7]==1'b0) ? {9'b0,b[6:0]} : {9'b0,~b[6:0]+1'b1});
    assign c = mode ? ((a_zero | b_zero) ? 16'b0 : c_tmp) : ((a[7]^b[7] == 1'b0) ? multiplier_output[15:0] : {1'b1,~multiplier_output[14:0]+1'b1});
    assign c_tmp = (~error) ? {c_sign,normalized_out} : (underflow ? {c_sign,15'b0000_0000_0000_000} : {c_sign,5'b1111_1,10'b0000_0000_00});
    assign error = overflow | underflow; 
    reg [31:0] multiplier_output_tmp;
    always @ (posedge clk or negedge rst_n) begin
        if (!rst_n) begin
            multiplier_output_tmp <= 32'b0;
        end else begin
            multiplier_output_tmp <= multiplier_output;
        end
    end
    assign mantissa_prod = multiplier_output_tmp[21:0];
    mul16x16 u1(clk,rst_n,multiplier_input1,multiplier_input2,multiplier_output);
    cla_nbit #(.n(5)) u2(a[14:10],b[14:10],1'b0,sum_exponent,c1);  
    cla_nbit #(.n(5)) u3(sum_exponent, 5'b10001,1'b0,biased_sum_exponent,c2);  
    mul_normalizer u4(biased_sum_exponent,mantissa_prod,normalized_out);
endmodule
module mul16x16(
    input clk,
    input rst_n,
    input  [15:0] a,
    input  [15:0] b,
    output [31:0] c);
    wire [63:0] tmp1,tmp2;
    wire [23:0] result1;
    wire [23:0] result2;
    wire co1,co2,co3;
	reg [63:0] tmp1_reg;
    always @ (posedge clk or negedge rst_n) begin
        if (!rst_n) begin
            tmp1_reg <= 64'b0;
        end else begin
            tmp1_reg <= tmp1;
        end
    end
    assign tmp2 = tmp1_reg;
    mul8x8 u1(a[15:8],b[15:8],tmp1[63:48]);
    mul8x8 u2(a[7:0] ,b[15:8],tmp1[47:32]);
    mul8x8 u3(a[15:8],b[ 7:0],tmp1[31:16]);
    mul8x8 u4(a[7:0] ,b[ 7:0],tmp1[15:0]);
    cla_nbit #(.n(24)) u5({tmp2[63:48],8'b0} ,{8'b0,tmp2[47:32]} ,1'b0 ,result1 ,co1);
    cla_nbit #(.n(24)) u6({8'b0,tmp2[31:16]} ,{16'b0,tmp2[15:8]} ,co1  ,result2 ,co2);
    cla_nbit #(.n(24)) u7(result1            ,result2            ,co2  ,c[31:8] ,co3);
    assign c[7:0] = tmp2[7:0];
endmodule
module mul2x2(
	input  [1:0] a,
	input  [1:0] b,
	output [3:0] c
	);
	wire [3:0] tmp;
	assign tmp[0] = a[0] & b[0];
	assign tmp[1] = (a[1]&b[0]) ^ (a[0]&b[1]);
	assign tmp[2] = (a[0]&b[1]) & (a[1]&b[0]) ^ (a[1]&b[1]);
	assign tmp[3] = (a[0]&b[1]) & (a[1]&b[0]) & (a[1]&b[1]);
	assign c 	  = {tmp[3],tmp[2],tmp[1],tmp[0]};
endmodule
module mul4x4(
	input  [3:0] a,
	input  [3:0] b,
	output [7:0] c
	);
	wire [15:0] tmp1;
	wire [ 5:0] result1;
	wire [ 5:0] result2;
	wire 		co1,co2,co3;
	mul2x2 u1(a[3:2],b[3:2],tmp1[15:12]);
	mul2x2 u2(a[1:0],b[3:2],tmp1[11:8]);
	mul2x2 u3(a[3:2],b[1:0],tmp1[7:4]);
	mul2x2 u4(a[1:0],b[1:0],tmp1[3:0]);
	cla_nbit #(.n(6)) u5({tmp1[15:12],2'b0},{2'b0,tmp1[11:8]},1'b0	,result1	,co1);
	cla_nbit #(.n(6)) u6({2'b0,tmp1[7:4]}  ,{4'b0,tmp1[3:2]} ,co1 	,result2	,co2);
	cla_nbit #(.n(6)) u7(result1		   ,result2			 ,co2 	,c[7:2] 	,co3);
	assign c[1:0] = tmp1[1:0];
endmodule
module mul8x8(
	input  [ 7:0] a,
	input  [ 7:0] b,
	output [15:0] c
);
	wire [31:0] tmp1;
	wire [11:0] result1;
	wire [11:0] result2;
	wire co1,co2,co3;
	mul4x4 u1(a[7:4],b[7:4],tmp1[31:24]);
	mul4x4 u2(a[3:0],b[7:4],tmp1[23:16]);
	mul4x4 u3(a[7:4],b[3:0],tmp1[15:8]);
	mul4x4 u4(a[3:0],b[3:0],tmp1[7:0]);
	cla_nbit #(.n(12)) u5({tmp1[31:24],4'b0} ,{4'b0,tmp1[23:16]} ,1'b0 ,result1 ,co1);
	cla_nbit #(.n(12)) u6({4'b0,tmp1[15:8]}  ,{8'b0,tmp1[7:4]}   ,co1  ,result2 ,co2);
	cla_nbit #(.n(12)) u7(result1			 ,result2			 ,co2  ,c[15:4] ,co3);
	assign c[3:0] = tmp1[3:0];
endmodule
module mul_normalizer (
	input  [ 4:0] exponent,
	input  [21:0] mantissa_prod,
	output [14:0] result
);
	wire [4:0] result_exponent;
	wire [9:0] result_mantissa;
	assign result_exponent = (mantissa_prod[21]) ? (exponent + 1'b1): exponent;
	assign result_mantissa = (mantissa_prod[21]) ? mantissa_prod[20:11]:mantissa_prod[19:10];
	assign result 		   = {result_exponent,result_mantissa};
endmodule
$ cat design/flow/run.sh
#!/bin/bash
# OpenROAD 26Q1-2900-gdf79404cd8, Yosys 0.63+post, stock flow scripts
make -C /OpenROAD-flow-scripts/flow DESIGN_CONFIG=/design/flow/config.mk WORK_HOME=/design/flow/orfs finish
$ cat design/flow/config.mk
export PLATFORM = sky130hd
export DESIGN_NAME = mac_top
export DESIGN_NICKNAME = mac_top
export VERILOG_FILES = /design/flow/design.v
export SDC_FILE = /design/flow/constraint.sdc
export NUM_CORES = 4
export LEC_CHECK = 1
export CORE_UTILIZATION = 50
$ cat design/flow/constraint.sdc
current_design mac_top

set clk_period 22.5
set clk_io_pct 0.2

create_clock -name clk0 -period $clk_period [get_ports {clk}]

set non_clock_inputs [all_inputs -no_clocks]
set_input_delay [expr $clk_period * $clk_io_pct] -clock clk0 $non_clock_inputs
set_output_delay [expr $clk_period * $clk_io_pct] -clock clk0 [all_outputs]
==> results.yml <==
# generated from flow reports
floorplan:
  row_count: 61
  die_x_um: 171.8
  die_h_um: 171.8
  dieArea_um2: 29520
  core_util_floorplan: 0.5133
  core_um2: 28090
  io-pin-count: 56
layout:
  synthToLayoutAreaGrowth_pct: 11.27
  final_layout_top_logic_cells: "244 x inv_1, 176 x nor2_1, 167 x ha_1"
  drive_above_1_share: 0.07783
  fill_cells: 2513
  layout_top_cell: "inv_1"
  utilization: 0.5712
  stdcell_area_um2: 16040
  largest_register_ffs: 48
  stdcell_count: 1997
synth:
  syn_area_um2: 14420
  ys_cells: 1556
  synth-edff-count: 0
  ff_type: "dfrtp_1"
  numSynthFlops: 143
  ys_area_um2: 14420
  yosys_warnings: 6
  ys_async_sr_fraction: 1.000
  yosysSeqAreaShare: 0.2482
  synth_cell_type_count: 88
  synthCells: 1556
  synth_area_per_cell_um2: 9.266
setup_path:
  crit_family: "adder cells"
  crit_path_frequent_cell: "fa_1"
  crit_type: "reg2out"
  cp-start-kind: "flop"
  slowest_stage: "or4b_2"
  critPathArrivalTime_ns: 16.75
  r2r_slack_ns: 6.40
  cp_slowest_stage_delay_ns: 0.71
  endpoint_kind: "output port"
  worstPathRequired_ns: 18.00
  crit_fanout: 8
  cp_num_buf_inv: 7
clocking:
  cts_tree: "built"
  cts_setup_buffers: 0
  clk_latency_ns: 0.43
  cts-buffers-inserted: 17
  clock-sinks: 143
  clkTransAtPathRegs_ns: 0.06
  ctsHoldBuffers: 0
  cts_root_buf: "clkbuf_16"
  htreeDepth: 4
  clock_path_buffers: 2
global_routing:
  grt_first_pass_wirelength_um: 60770
  grtUsageMet1: 0.3978
  grt_busiest_layer: "met2"
  grt_pass1_vias: 11260
  use_met2: 0.4894
  overflow: 0
  grt_max_degree: 62
  grt_use_met3: 0.04146
  grtUsageTotal: 0.2874
  antenna_found_initial: 0
drt:
  vias: 11010
  wire_per_inst_um: 18.88
  drc: 0
  first_pass_iters: 5
  dr.first_iter.drc_count: 659
  vias_per_cell: 5.513
  wl_um: 37700
  ant_nets: 0
  n_antenna_cell: 0
run:
  maxCapViolations: 0
  warnings: 46
timing:
  setup_viol: 0
  skew_ns: 0.01359
  setup_ws_ns: 1.249
  min_period_ns: 21.25
  fin_hold_ws_ns: 0.4867
  fin_tns_setup_ns: 0
  period_used_share: 0.9445
  report.final.slew_viol_count: 0
  finalHoldViolations: 0
  rsz0062_at_grt: "false"
  tightest_slew_ns: 0.8058
  relSlewSlack: 0.4578
  fmax_mhz: 47.06
place:
  gp_congestion: 0.9664
  dp_hpwl_um: 29560
  port_buffers: 55
  pre_cts_ws_ns: 1.435
  place_area_um2: 15440
  dp.cells: 1965
run_status:
  status: "finished clean"
worst_hold_path:
  holdCritPathClass: "reg2reg"
layer usage:
| layer | routed length [µm] | share of wire |
|---|---|---|
| met1 | 16130 | 0.43 |
| met2 | 18800 | 0.50 |
| met3 | 1472 | 0.039 |
| met4 | 1291 | 0.034 |
| met5 | 0 | 0 |
worst paths after layout:
kind,cells after the start,from,endpoint
worst max register to register,59,u_mac.mul.u1.tmp1_reg[8],c_reg[9]
worst min register to register,2,c_reg[14],c_reg[14]
min in group asynchronous,1,rst_n,u_mac.add.smaller_reg[9]
worst min-delay path,2,c_reg[14],c_reg[14]
worst max-delay path,60,u_mac.mul.u1.tmp1_reg[8],mac_out[9]
max in group asynchronous,2,rst_n,mode_reg
cell usage after synthesis, types with 21 or more instances:
library cell | number | area share
a21oi_1 | 78 | 0.027
a22o_1 | 34 | 0.021
clkbuf_1 | 35 | 0.0091
dfrtp_1 | 143 | 0.25
fa_1 | 115 | 0.16
ha_1 | 167 | 0.14
inv_1 | 244 | 0.064
mux2i_1 | 41 | 0.028
nand2_1 | 102 | 0.027
nand3_1 | 21 | 0.0073
nor2_1 | 177 | 0.046
o21ai_0 | 58 | 0.020
xnor2_1 | 46 | 0.028
xor2_1 | 26 | 0.016
area by class of cell:
| type | count | area (µm²) | share of cell area |
|---|---|---|---|
| clock buffers | 17 | 425.4 | 0.02652 |
| well taps | 378 | 473.0 | 0.02948 |
| multi-input cells | 1111 | 9696 | 0.6044 |
| repair buffers | 84 | 769.5 | 0.04796 |
| clock inverters | 15 | 165.2 | 0.01029 |
| inverters | 249 | 934.6 | 0.05826 |
| flip-flops and latches | 143 | 3580 | 0.2231 |
worst reg2reg max path, delay by kind of cell, from the launching register on:
kind	cells	cell delay (ns)
fa+ha+maj	23	7.56
compound gates	12	3.52
simple gates	15	3.36
xor+xnor	2	0.54
buf+inv	6	0.39
flops	1	0.37
mux	1	0.24
logic make-up (layout without fill, tap and decap cells):
logic type	Yosys count	in the layout	share of synthesized area
DFF	143	143	0.2482
muxes	60	60	0.04973
and+or+nand+nor	416	416	0.1377
xor gates and xnor gates	74	74	0.04643
adders and majority gates	286	286	0.3074
buffers and inverters	302	365	0.08097
AOI/OAI and AO/OA	275	275	0.1296
repair_timing:
action                                  CTS  global route
endpoints found under the setup margin    0             6
gates resized                             0             2
hold endpoints to repair                  0             0
