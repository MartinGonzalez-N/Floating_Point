$ cat flow/design.v
`timescale 1ns/1ps
module mult_16bits#(parameter Bits = 16)			 
(
input wire [Bits-1:0] iM,  
input wire [Bits-1:0] iQ,  
output wire [2*Bits-1:0] oZ
);
logic s [5:0];
logic [3:0] p_sel [5:0];
logic [3:0] iQ_group [5:0];
logic [Bits+2:0] tmp_iQ;  
logic [Bits+1:0] tmp1M, tmp1MN;  
logic [Bits+1:0] tmp2M, tmp2MN;
logic [Bits+1:0] tmp3M, tmp3MN;
logic [Bits+1:0] tmp4M, tmp4MN;
logic [Bits+1:0] tmpM_val [5:0];
logic [2*Bits-1:0] prt_prod [5:0];  
logic [2*Bits-1:0] SUM1,SUM2,SUM3,SUM4;
always_comb begin
    tmp1M  =  {2'b00,iM}; 
    tmp1MN = ~{2'b00,iM};  
    tmp2M  =  (tmp1M << 1); 
    tmp2MN = ~(tmp1M << 1);  
    tmp3M  =  (tmp1M + tmp2M);
    tmp3MN = ~(tmp1M + tmp2M);  
    tmp4M  =  (tmp1M << 2);  
    tmp4MN  = ~(tmp1M << 2);  
end   
assign tmp_iQ = {2'b00,iQ,1'b0};
genvar i;
generate
for (i = 0; i < 6; i = i + 1) begin : Booth_decoder
    always_comb begin
    iQ_group[i] = tmp_iQ[((i*3)+3):i*3];  
      case (iQ_group[i])      
        4'b0000: begin p_sel[i] = 4'b0000; s[i] = 1'b0; end  
        4'b0001: begin p_sel[i] = 4'b0001; s[i] = 1'b0; end
        4'b0010: begin p_sel[i] = 4'b0001; s[i] = 1'b0; end
        4'b0011: begin p_sel[i] = 4'b0010; s[i] = 1'b0; end
        4'b0100: begin p_sel[i] = 4'b0010; s[i] = 1'b0; end
        4'b0101: begin p_sel[i] = 4'b0100; s[i] = 1'b0; end
        4'b0110: begin p_sel[i] = 4'b0100; s[i] = 1'b0; end
        4'b0111: begin p_sel[i] = 4'b1000; s[i] = 1'b0; end
        4'b1000: begin p_sel[i] = 4'b1000; s[i] = 1'b1; end 
        4'b1001: begin p_sel[i] = 4'b0100; s[i] = 1'b1; end
        4'b1010: begin p_sel[i] = 4'b0100; s[i] = 1'b1; end
        4'b1011: begin p_sel[i] = 4'b0010; s[i] = 1'b1; end
        4'b1100: begin p_sel[i] = 4'b0010; s[i] = 1'b1; end
        4'b1101: begin p_sel[i] = 4'b0001; s[i] = 1'b1; end
        4'b1110: begin p_sel[i] = 4'b0001; s[i] = 1'b1; end
        4'b1111: begin p_sel[i] = 4'b0000; s[i] = 1'b1; end
        default: begin p_sel[i] = 4'b0000; s[i] = 1'b1; end
    endcase
    case (p_sel[i])     
        4'd0: tmpM_val[i] = (!s[i]) ? 18'd0 : ~18'd0;
        4'd1: tmpM_val[i] = (!s[i]) ? tmp1M : tmp1MN;
        4'd2: tmpM_val[i] = (!s[i]) ? tmp2M : tmp2MN;
        4'd4: tmpM_val[i] = (!s[i]) ? tmp3M : tmp3MN;
        4'd8: tmpM_val[i] = (!s[i]) ? tmp4M : tmp4MN;
        default: tmpM_val[i] = 18'd0; 
    endcase
    case (i)    
        3'd0: prt_prod[i] = { 10'd0,~s[i],s[i],s[i],s[i],tmpM_val[i]} +  {31'd0,s[i]};  
        3'd1: prt_prod[i] = ({10'd0,3'b011,~s[i],tmpM_val[i]} << i*3) + ({31'd0,s[i]} << i*3);
        3'd2: prt_prod[i] = ({10'd0,3'b011,~s[i],tmpM_val[i]} << i*3) + ({31'd0,s[i]} << i*3);  
        3'd3: prt_prod[i] = ({10'd0,3'b011,~s[i],tmpM_val[i]} << i*3) + ({31'd0,s[i]} << i*3);
        3'd4: prt_prod[i] = ({10'd0,3'b001,~s[i],tmpM_val[i]} << i*3) + ({31'd0,s[i]} << i*3);
        3'd5: prt_prod[i] = ({10'd0,3'b000, 1'b0,tmpM_val[i]} << i*3);
        default: prt_prod[i] = 32'd0; 
    endcase
    end
end
endgenerate
assign SUM1 = prt_prod[0] + prt_prod[1];
assign SUM2 = prt_prod[2] + prt_prod[3];
assign SUM3 = prt_prod[4] + prt_prod[5];
assign SUM4 = SUM1 + SUM2;
assign oZ = SUM3 + SUM4;
endmodule
$ cat flow/run.sh
#!/bin/bash
# OpenROAD 26Q1-2900-gdf79404cd8, Yosys 0.63+post, stock flow scripts
make -C /OpenROAD-flow-scripts/flow DESIGN_CONFIG=/design/flow/config.mk WORK_HOME=/design/flow/orfs finish
$ cat flow/config.mk
export PLATFORM = sky130hd
export DESIGN_NAME = mult_16bits
export DESIGN_NICKNAME = mult_16bits
export VERILOG_FILES = /design/flow/design.v
export SDC_FILE = /design/flow/constraint.sdc
export NUM_CORES = 4
export LEC_CHECK = 1
export CORE_UTILIZATION = 50
$ cat flow/constraint.sdc
current_design mult_16bits

set clk_period 16.0
set clk_io_pct 0.2

create_clock -name clk0 -period $clk_period

set non_clock_inputs [all_inputs -no_clocks]
set_input_delay [expr $clk_period * $clk_io_pct] -clock clk0 $non_clock_inputs
set_output_delay [expr $clk_period * $clk_io_pct] -clock clk0 [all_outputs]
==> job_summary.md <==
### Flow metrics

| Metric | Value |
|---|---|
| Outcome | completed |
| Ys Warns | 6 |
| Final Util | around 54% |
| Area leader, netlist | fa_1 |
| Leakage | around 5.4 nW |
| M1 wire length | between 20000 and 25000 um |
| CP bufs+invs | 7 |
| DR top layer | met4 |
| Seq/Total Area, Yosys | 0% |
| FF+latch area | 0 sq um |
| F_max | approximately 0.065 GHz |
| Layout Cells excl Fill | approximately 2200 |
| Critical path type | in -> out |
| Total wire length | 53000 um |
| Hold Crit Class | in -> out |
| Yosys stat area | between 0.01 and 0.015 sq mm |
| Max-cap violations | 0 |
| DP Wirelength | approximately 40000 um |
| Resize count post-CTS | 0 |
| PD cells | approximately 140 mW/mm^2 |
| Die X | roughly 160 um |
| Crit path max-delay cell type | xor2_1 |
| CTS hold repair buffers | 0 |
| Synth-to-layout area growth | 6.11% |
| Vias in the first global route | 13243 |
| Area leader share | 10.4% |
| Routed wire per std cell | ~24 um |
| Die ar. | 0.0265 sq mm |
| Cell Area, Placed | about 0.014 sq mm |
| Max-slew violations | 0 |
| Syn_area_per_cell | a little under 7 sq um |
| Synth Instances | 1901 |
| First-pass GRT wire length | around 80000 um |
| Die Ht | 163 um |
| Hold WS | 7.69 ns |
| OpenROAD warning count | 38 |
| Final hold violation count | 0 |
| Worst path max stage delay | 0.66 ns |
| Placed cell count | 2178 |
| Top delay family on crit path | adder cells |
| Worst Setup SP | iM[1] |
| Core Region | 0.0253 sq mm |
| Postcts setup bufs | 0 |
| FP Rows | about 58 |
| Startpoint Class | primary input |
| Fillers | 2434 |
| Levels on crit path | 29 |
| Yosys cell types | ~100 |
| Critical Path AT | ~12 ns |
| Vias per inst | 6.93 |
| Unrepaired setup endpoints after global routing | no |
| Fin crit share | 95.9% |
| GRT Util Overall | 40.8% |
| Antenna viol nets, final | 0 |
| Post-Syn Area | 0.0129 sq mm |
| DRT Pass-1 Iters | 7 |
| Final setup fails | 0 |
| Critical path endpoint | oZ[31] |
| PortBufs | ~64 |
| Cell area leaders | fa_1 10%, ha_1 8.5%, a21oi_1 6.3%, xnor2_1 5.4%, o21ai_0 4.9% |
| Crit. End Element | output port |
| Ys cells | approximately 1900 |
| Core Util at FP | 51.1% |
| Clock buf count | 0 |
| Final instance area | 0.0137 sq mm |
| Setup TNS Final | 0 ns |
| Slew HR | 34.3% |
| DRC | 0 |
| Initial antenna violation count | 0 |
| Share of cells above drive strength 1 | 6.17% |
| Crit path top cell by count | fa_1 |
| IO Count | 64 |
| Worst-path maximum fanout | 24 |
| Met2 Wirelength | 21700 um |
| Routability cong. | 1.07 |
| Worst path required time | 12.80 ns |
| Initial drt markers | 2184 |
| Routed wl met3 | 6650 um |
| Final critical-path required period | 15.35 ns |
| DR vias | 15111 |
| Least-Margin Pin Slew | 0.960 ns |
| Worst vdd ir | 0.000287 V |
| Total congestion overflow | 0 |
| Sequential cells | 0 |
| Largest net degree at the start of global routing | 56 |
[cell usage after synthesis (all sizes together) (22+ instances only)]
cell and instances:
a21oi 163, nand2 152, o21ai 135, nor2 128, clkbuf 120, inv 114, ha 88, xnor2 80
fa 67, nor3 59, buf 57, a221oi 51, nand3 42, nor2b 39, mux2i 34, a211oi 33
a31oi 33, a22oi 31, o221ai 28, nand2b 27, xor2 27, o211ai 24, o21a 24, a21o 22
[power breakdown]
part / internal [mW] / switching (mW) / leakage, nW / total (mW)
clock network: 0.0000000251 / 0 / 0.00000634 / 0.0000000251
registers: 0 / 0 / 0 / 0
logic: 0.995 / 0.932 / 5.38 / 1.93
total: 0.995 / 0.932 / 5.38 / 1.93
[cells in the final DEF (no fill, tap or decap), types with 13 or more instances in the layout]
master | Yosys | layout
a21oi_1 | 162 | 162
nand2_1 | 152 | 152
nor2_1 | 127 | 127
o21ai_0 | 126 | 126
inv_1 | 114 | 114
ha_1 | 88 | 88
xnor2_1 | 80 | 80
fa_1 | 67 | 67
clkdlybuf4s50_1 | 0 | 61
buf_4 | 1 | 60
nor3_1 | 56 | 56
a221oi_1 | 50 | 50
nand3_1 | 41 | 41
nor2b_1 | 39 | 39
mux2i_1 | 34 | 34
a31oi_1 | 33 | 33
a211oi_1 | 32 | 32
a22oi_1 | 31 | 31
o221ai_1 | 28 | 28
nand2b_1 | 27 | 27
xor2_1 | 27 | 27
o21a_1 | 24 | 24
o211ai_1 | 24 | 24
a21o_1 | 22 | 22
and3_1 | 21 | 21
o22ai_1 | 18 | 18
or2_2 | 18 | 18
a221o_1 | 18 | 18
nand4_1 | 17 | 17
nor4_1 | 14 | 14
or3_1 | 13 | 13
[tightest hold or removal path, stage by stage]
cell,delay [ns]
buf_2,0.09
inv_1,0.03
buf_4,0.24
o22ai_1,0.19
ha_1,0.15
ha_1,0.12
clkdlybuf4s50_1,0.46
[final cells by class]
cell class | count | area, sq um | area share, %
multi-input cells | 1605 | 11800 | 85.9
repair buffers | 124 | 1080 | 7.83
inverters | 119 | 447 | 3.25
well taps | 330 | 413 | 3.01
diodes | 1 | 2.50 | 0.0182
[per-stage QoR]
stage	setup slack [ns]	total power, mW
final	0.650	1.93
after global routing	0.234	2.16
after global placement	0.905	1.91
after CTS	0.805	1.92
after floorplan	2.32	1.14
after detailed placement	0.854	1.90
[layer usage]
metal	global-route usage, %	vias to the layer above
li1	-	6981
met1	61.0	7003
met2	58.7	988
met3	9.45	139
met4	12.5	0
met5	0	-
[logic make-up (layout without fill, tap and decap cells)]
logic type | count (synthesis) | after routing | synth area share (%)
adder cells (fa/ha/maj) | 155 | 155 | 18.9
other | 0 | 1 | 0
AND/OR/NAND/NOR | 600 | 600 | 24.2
AND-OR/OR-AND | 700 | 700 | 36.8
buffers and inverters | 296 | 243 | 8.96
multiplexers | 39 | 39 | 3.24
XOR/XNOR | 111 | 111 | 7.93
[worst min-delay path by stage]
stage | startpoint | endpoint | slack, ns | cells after the start
4_1_cts | iQ[5] | oZ[3] | 7.68 | 7
5_1_grt | iQ[5] | oZ[3] | 7.78 | 7
6_report | iQ[5] | oZ[3] | 7.69 | 7
Power is estimated from default activity; no workload was simulated.
